### flow/run.sh
#!/bin/bash
# OpenROAD 26Q1-2900-gdf79404cd8, Yosys 0.63+post, stock flow scripts
make -C /OpenROAD-flow-scripts/flow DESIGN_CONFIG=/design/flow/config.mk WORK_HOME=/design/flow/orfs finish
### flow/config.mk
export PLATFORM = sky130hd
export DESIGN_NAME = datapath
export DESIGN_NICKNAME = datapath
export VERILOG_FILES = /design/flow/design.v
export SDC_FILE = /design/flow/constraint.sdc
export NUM_CORES = 4
export LEC_CHECK = 1
export CORE_UTILIZATION = 30
export SYNTH_HDL_FRONTEND = slang
### flow/constraint.sdc
current_design datapath

set clk_period 67.1
set clk_io_pct 0.2

create_clock -name clk0 -period $clk_period [get_ports {clk}]

set non_clock_inputs [all_inputs -no_clocks]
set_input_delay [expr $clk_period * $clk_io_pct] -clock clk0 $non_clock_inputs
set_output_delay [expr $clk_period * $clk_io_pct] -clock clk0 [all_outputs]
### flow/design.v
module adder #(parameter N = 64)
					(input logic [N-1:0] a, b,
					output logic [N-1:0] y);
	assign y = a + b;
endmodule
module alu(input logic [63:0] a,b,
           input logic [3:0] ALUControl,
			  output logic [63:0] result,
			  output logic zero);
	always_comb
		casez(ALUControl)
			4'b0000: result = a & b;
			4'b0001: result = a | b;
			4'b0010: result = a + b;
			4'b0110: result = a-b;
			4'b0111: result = b;
			default: result = 64'b1;
		endcase
	always_comb
		casez(result)
			64'b0: zero = 'b1;
			default: zero = 'b0;
		endcase
endmodule
module datapath #(parameter N = 64)
					(input logic reset, clk,
					input logic reg2loc,									
					input logic AluSrc,
					input logic [3:0] AluControl,
					input logic	Branch,
					input logic memRead,
					input logic memWrite,
					input logic regWrite,	
					input logic memtoReg,									
					input logic [31:0] IM_readData,
					input logic [N-1:0] DM_readData,
					output logic [N-1:0] IM_addr, DM_addr, DM_writeData,
					output logic DM_writeEnable, DM_readEnable );					
	logic PCSrc;
	logic [N-1:0] PCBranch_E, aluResult_E, writeData_E, writeData3; 
	logic [N-1:0] signImm_D, readData1_D, readData2_D;
	logic zero_E;
	logic [95:0] qIF_ID;
	logic [270:0] qID_EX;
	logic [202:0] qEX_MEM;
	logic [134:0] qMEM_WB;
	fetch					FETCH 	(.PCSrc_F(PCSrc),
										.clk(clk),
										.reset(reset),
										.PCBranch_F(qEX_MEM[197:134]),
										.imem_addr_F(IM_addr));								
	flopr 	#(96)		IF_ID 	(.clk(clk),
										.reset(reset), 
										.d({IM_addr, IM_readData}),
										.q(qIF_ID));
	decode 	#(64) 	DECODE 	(.regWrite_D(qMEM_WB[134]),
										.reg2loc_D(reg2loc), 
										.clk(clk),
										.writeData3_D(writeData3),
										.instr_D(qIF_ID[31:0]), 
										.signImm_D(signImm_D), 
										.readData1_D(readData1_D),
										.readData2_D(readData2_D),
										.wa3_D(qMEM_WB[4:0]));				
	flopr 	#(271)	ID_EX 	(.clk(clk),
										.reset(reset), 
										.d({AluSrc, AluControl, Branch, memRead, memWrite, regWrite, memtoReg,	
											qIF_ID[95:32], signImm_D, readData1_D, readData2_D, qIF_ID[4:0]}),
										.q(qID_EX));	
	execute 	#(64) 	EXECUTE 	(.AluSrc(qID_EX[270]),
										.AluControl(qID_EX[269:266]),
										.PC_E(qID_EX[260:197]), 
										.signImm_E(qID_EX[196:133]), 
										.readData1_E(qID_EX[132:69]), 
										.readData2_E(qID_EX[68:5]), 
										.PCBranch_E(PCBranch_E), 
										.aluResult_E(aluResult_E), 
										.writeData_E(writeData_E), 
										.zero_E(zero_E));											
	flopr 	#(203)	EX_MEM 	(.clk(clk),
										.reset(reset), 
										.d({qID_EX[265:261], PCBranch_E, zero_E, aluResult_E, writeData_E, qID_EX[4:0]}),
										.q(qEX_MEM));	
	memory				MEMORY	(.Branch_M(qEX_MEM[202]), 
										.zero_M(qEX_MEM[133]), 
										.PCSrc_M(PCSrc));
	assign DM_writeData = qEX_MEM[68:5];
	assign DM_addr = qEX_MEM[132:69];
	assign DM_writeEnable = qEX_MEM[200];
	assign DM_readEnable = qEX_MEM[201];
	flopr 	#(135)	MEM_WB 	(.clk(clk),
										.reset(reset), 
										.d({qEX_MEM[199:198], qEX_MEM[132:69],	DM_readData, qEX_MEM[4:0]}),
										.q(qMEM_WB));
	writeback #(64) 	WRITEBACK (.aluResult_W(qMEM_WB[132:69]), 
										.DM_readData_W(qMEM_WB[68:5]), 
										.memtoReg(qMEM_WB[133]), 
										.writeData3_W(writeData3));		
endmodule
module decode #(parameter N = 64)
					(input logic regWrite_D, reg2loc_D, clk,
					input logic [N-1:0] writeData3_D,
					input logic [31:0] instr_D,
					output logic [N-1:0] signImm_D, readData1_D, readData2_D, 
					input logic [4:0] wa3_D);  
	logic [4:0] ra2;			
	mux2 	#(5) 	ra2mux	(.d0(instr_D[20:16]), .d1(instr_D[4:0]), .s(reg2loc_D), .y(ra2));
	regfile 		registers(.clk(clk), .we3(regWrite_D), .ra1(instr_D[9:5]), .ra2(ra2), .wa3(wa3_D), 
								 .wd3(writeData3_D), .rd1(readData1_D), .rd2(readData2_D));
	signext 		ext		(.a(instr_D), .y(signImm_D));	
endmodule
module execute #(parameter N = 64)
					(input logic AluSrc,
                input logic [3:0] AluControl,
					 input logic [N-1:0] PC_E,signImm_E, readData1_E, readData2_E,
					 output logic zero_E,
					 output logic [N-1:0] PCBranch_E, aluResult_E, writeData_E);
	logic [N-1:0] shift_result, mux_result;
	sl2 shift(signImm_E, shift_result);
	mux2 mux(readData2_E, signImm_E, AluSrc, mux_result);
	adder add(PC_E, shift_result, PCBranch_E);
	alu ALU(readData1_E, mux_result, AluControl, aluResult_E, zero_E);
	assign writeData_E = readData2_E;
endmodule
module fetch(input logic PCSrc_F, clk, reset,
             input logic [63:0] PCBranch_F,
				 output logic [63:0] imem_addr_F);
	logic [63:0] adder_result, mux_result;
	mux2 #(64) mux(adder_result, PCBranch_F, PCSrc_F, mux_result);
	flopr #(64) PC(clk, reset, mux_result, imem_addr_F);
	adder #(64) add(imem_addr_F, 64'd4, adder_result);
endmodule
module flopr #(parameter N=64)
				  (input logic clk, reset,
				   input logic [N-1:0] d,
					output logic [N-1:0] q);
	always_ff @(posedge clk, posedge reset)
		if (reset) q <= 'b0;
		else q <= d;
endmodule
module memory 	(input logic Branch_M, zero_M,					
					output logic PCSrc_M);
	assign PCSrc_M = Branch_M & zero_M;
endmodule
module mux2 #(parameter N = 64)
				(input logic [N-1:0] d0, d1,
				input logic s,
				output logic [N-1:0] y);
	assign y = s ? d1 : d0;
endmodule
module regfile(input logic clk, we3,
               input logic [4:0] ra1, ra2, wa3,
					input logic [63:0] wd3,
					output logic [63:0] rd1, rd2);
	logic [63:0] regs [0:31] = '{64'd0, 64'd1, 64'd2, 64'd3, 64'd4, 64'd5, 64'd6, 64'd7, 64'd8, 
										  64'd9, 64'd10, 64'd11, 64'd12, 64'd13, 64'd14, 64'd15, 64'd16, 
										  64'd17, 64'd18, 64'd19, 64'd20, 64'd21, 64'd22, 64'd23, 64'd24, 
										  64'd25, 64'd26, 64'd27, 64'd28, 64'd29, 64'd30, 64'd0};
	always_ff @(posedge clk)
		begin
			if ((we3) & (wa3!==5'b11111)) regs[wa3] = wd3;
		end
	always_comb
		begin
			if ((we3) & (wa3 !== 5'b11111) & (wa3 === ra1)) rd1 = wd3;
			else rd1 = regs[ra1];
			if ((we3) & (wa3 !== 5'b11111) & (wa3 === ra2)) rd2 = wd3;
			else rd2 = regs[ra2];
		end
endmodule
module signext(input logic [31:0] a,
               output logic [63:0] y);
	always_comb
		casez(a[31:21])
			11'b111_1100_0010: y = {{55{a[20]}}, a[20:12]};
			11'b111_1100_0000: y = {{55{a[20]}}, a[20:12]};
			11'b101_1010_0???: y = {{45{a[23]}}, a[23:5]};
			default: y = 64'b0;
		endcase
endmodule
module sl2 #(parameter N = 64)
				(input logic [N-1:0] a,					
				output logic [N-1:0] y);
	assign y[0] = 1'b0;
	assign y[1] = 1'b0;
	assign y[63:2] = a[61:0];
endmodule
module writeback #(parameter N = 64)
					(input logic [N-1:0] aluResult_W, DM_readData_W,
					input logic memtoReg,
					output logic [N-1:0] writeData3_W);					
	mux2 #(64) MtoRmux (.d0(aluResult_W), .d1(DM_readData_W), .s(memtoReg), .y(writeData3_W));
endmodule
==> impl_metrics.ini <==
; synthesis and place-and-route metrics
[run_status]
status = completed

[flow_run]
maxCapViolCount = 0
warnings = 28

[global_routing]
grt-ovfl-total = 0
grt_max_degree = 94
grt_pass1_vias = 86750
antenna_found_initial = 47
grt_usage_pct = 21.16
grt_first_pass_wirelength_um = 621100

[pwr]
p_comb_share_pct = 13.2
p_seq_share_pct = 48.2
internal_power_mw = 3.056
power_switching_mw = 1.072
power.density_mw_per_mm2 = 27.81
switching_share_pct = 25.97
clkPwrFrac_pct = 38.7
ir_worst_vdd_mv = 0.02040
total_leakage_power_nw = 52.12

[cells_and_area]
nFillCells = 39590
layoutNonFillerInstCount = 14250
seq_area_mm2 = 0.07964
drive_gt1_share_pct = 23.19
area_growth_pct = 15.00
mi_logic_area_mm2 = 0.04663

[synthesis]
ys_cells = 8050
postSynth.asyncResetShare_pct = 26.12
ys_seq_share_pct = 61.68
syn_area_mm2 = 0.1291
synth.top_cells.by_area = edfxtp_1, mux4_2, dfrtp_1, nand2_1, a21oi_1
yosysWarnings = 0
synth_cell_types = 95
largest_area_cell = edfxtp_1
edf_count = 2048
synth_area_per_cell_um2 = 16.03
top_cells_by_count = edfxtp_1, mux4_2, nand2_1, dfrtp_1, clkbuf_1
synth_flops = 2772
synth-area-yosys_mm2 = 0.1291
synth-main-ff-cell = edfxtp_1
synth.top_cell.area_share_pct = 47.65
most_common_cell = edfxtp_1
synthCells = 8050

[critical_path]
cp_cell_sequence = clkdlybuf4s50_1 > buf_4 > mux2i_4 > buf_4 > buf_4 > buf_4 > buf_4 > buf_4 > buf_4 > mux4_2 > nand2_1 > and3_1 > a311oi_1 > a31oi_1 > a21oi_1
reg2reg_from = ID_EX.q[270]$_DFF_PP0_
critPathRequiredTime_ns = 67.91
slowest_stage = mux2i_4
cp-start-kind = input pin
setup.worst_path.class = in -> reg
critPathMaxStageDelay_ns = 0.76
crit_path_max_fanout = 43
crit_start = reg2loc
crit_top_cell = buf_4
end_kind = flip-flop
arrival_ns = 19.85

[clocking]
tritoncts = done
clkSinkCount = 2772
clock_path_buffers = 4
h-tree-depth = 5
clkLatencyLatePin_ns = 0.90
cts_resized = 0
post_cts_buffers = 0
cts_made_buffers = 282
path_clk_slew_ns = 0.07
root_buffer = clkbuf_16
cts_hold_buf = 0

[place]
dpl.hpwl_um = 280800
dp.cells = 13730
finalWeightedCongestion = 0.9309
place_ws_ns = 47.27
io_buffers = 302

[floorplanning]
num_rows = 240
die_y_um = 657.9
io_pins = 303
fp.coreArea_mm2 = 0.4279
die_x_um = 657.9
initial_core_util_pct = 30.16
dieArea_mm2 = 0.4329

[routing]
ant_nets = 0
routed_wirelength_um = 434000
drtIter0Drc = 6095
viasPerCell = 5.581
post_drt_wl_per_cell_um = 30.45
vias = 79550
drt_pre_antenna_iters = 8
drc = 0

[sta]
fin_ws_ns = 48.06
rsz0062_at_grt = false
drv_slew = 0
hold_viol_final = 0
fmax_mhz = 52.52
fin_crit_sh_pct = 28.38
finalSetupViolations = 0
whs_ns = 0.3436
final.setup.tns_ns = 0
worst_pin_slew_ns = 1.084
max_slew_margin_pct = 25.69
fin_skew_ns = 0.06938
fin_crit_ns = 19.04

[worst_hold_path]
hold_start = ID_EX.q[0]$_DFF_PP0_
hp-class = reg -> reg
==> metal layers <==
layer | GRT usage (%) | vias up | share of wire, %
met1 | 21.74 | 40150 | 31
met4 | 8.675 | 59 | 5.3
li1 | - | 32460 | -
met3 | 15.91 | 1067 | 17
met2 | 32.24 | 5811 | 47
met5 | 1.950 | - | 0.20
==> worst max-delay path, delay by kind of cell <==
family                 cells  cell delay [ns]
multiplexers               2             1.07
buffers and inverters      8             4.37
AND-OR/OR-AND              3             0.53
AND/OR/NAND/NOR            2             0.26
==> state kept, by name, indices dropped and copies added, names as in the netlist <==
name / count
EX_MEM.q: 203
FETCH.PC.q: 64
MEM_WB.q: 135
ID_EX.q: 226
DECODE.registers.regs: 2048
IF_ID.q: 96
==> stage by stage <==
stage	power [mW]	area, um2	utilization (%)
3_5_place_dp	2.560	139100	32.51
2_1_floorplan	2.329	129300	-
3_3_place_gp	2.558	139100	32.51
5_1_grt	4.257	148400	34.68
4_1_cts	4.150	148400	34.68
6_report	4.129	148400	34.69
==> power groups by stage <==
| stage | registers [mW] | clock network, mW | logic, mW |
|---|---|---|---|
| final | 1.99 | 1.60 | 0.544 |
| after global routing | 1.99 | 1.68 | 0.584 |
| after CTS | 1.99 | 1.62 | 0.542 |
==> cells in the final DEF (no fill, tap or decap), types with 25 or more instances in the layout <==
| cell | n |
|---|---|
| mux2i_1 | 81 |
| nand2_1 | 790 |
| o21a_1 | 36 |
| inv_1 | 105 |
| clkinv_1 | 25 |
| a21o_1 | 112 |
| xor2_1 | 111 |
| a31oi_1 | 76 |
| a211oi_1 | 88 |
| edfxtp_1 | 2048 |
| nor3_1 | 68 |
| nand3_1 | 190 |
| o31ai_1 | 25 |
| mux4_2 | 1152 |
| clkbuf_1 | 58 |
| a311oi_1 | 66 |
| clkbuf_8 | 25 |
| o21ai_0 | 229 |
| a21oi_1 | 365 |
| and3_1 | 87 |
| clkdlybuf4s50_1 | 302 |
| clkinv_2 | 45 |
| conb_1 | 64 |
| nand4_1 | 52 |
| nor2_1 | 232 |
| nor2b_1 | 92 |
| clkbuf_16 | 293 |
| dfrtp_1 | 716 |
| ha_1 | 128 |
| nor2_4 | 32 |
| xnor2_1 | 115 |
| buf_4 | 292 |
==> kinds of logic after synthesis <==
group / synth area share, %
AOI/OAI and AO/OA: 5.818
xor gates and xnor gates: 1.546
adders and majority gates: 1.287
buffers and inverters: 2.686
DFF: 61.68
muxes: 20.91
other: 0.002905
and+or+nand+nor: 6.071
==> layout make-up <==
type | count | area share, %
antenna | 21 | 0.03540
clock buffer | 376 | 5.318
clock inverter | 132 | 0.9289
inverter | 107 | 0.2756
multi-input combinational | 4560 | 31.41
sequential | 2772 | 53.65
tap | 5687 | 4.794
timing repair buffer | 599 | 3.581
==> final timing paths <==
check | slack (ns) | cells past startpoint | endpoint
min in group asynchronous | 13.05 | 2 | FETCH.PC.q[28]$_DFF_PP0_
hold / removal | 0.34 | 0 | EX_MEM.q[0]$_DFF_PP0_
hold reg to reg | 0.34 | 0 | EX_MEM.q[0]$_DFF_PP0_
max in group asynchronous | 50.83 | 6 | IF_ID.q[5]$_DFF_PP0_
setup / recovery | 48.06 | 15 | ID_EX.q[53]$_DFF_PP0_
setup reg to reg | 57.37 | 28 | EX_MEM.q[133]$_DFF_PP0_
Power is estimated from default activity; no workload was simulated.

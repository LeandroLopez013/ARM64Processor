--- flow/config.mk ---
export PLATFORM = sky130hd
export DESIGN_NAME = imem
export DESIGN_NICKNAME = imem
export VERILOG_FILES = /design/flow/design.v
export SDC_FILE = /design/flow/constraint.sdc
export NUM_CORES = 4
export LEC_CHECK = 1
export CORE_AREA = 10 10 91 91
export DIE_AREA = 0 0 101 101
export SYNTH_HDL_FRONTEND = slang
--- flow/design.v ---
module imem #(parameter N=32)
              (input logic [5:0] addr,
               output logic [N-1:0] q);
	always_comb begin
		logic [N-1:0] ROM [0:63];
		ROM [0:63] = '{default: '0};
		ROM [0:46] = '{32'hf8000001,
							32'hf8008002,
							32'hf8000203,
							32'h8b050083,
							32'hf8018003,
							32'hcb050083,
							32'hf8020003,
							32'hcb0a03e4,
							32'hf8028004,
							32'h8b040064,
							32'hf8030004,
							32'hcb030025,
							32'hf8038005,
							32'h8a1f0145,
							32'hf8040005,
							32'h8a030145,
							32'hf8048005,
							32'h8a140294,
							32'hf8050014,
							32'haa1f0166,
							32'hf8058006,
							32'haa030166,
							32'hf8060006,
							32'hf840000c,
							32'h8b1f0187,
							32'hf8068007,
							32'hf807000c,
							32'h8b0e01bf,
							32'hf807801f,
							32'hb4000040,
							32'hf8080015,
							32'hf8088015,
							32'h8b0103e2,
							32'hcb010042,
							32'h8b0103f8,
							32'hf8090018,
							32'h8b080000,
							32'hb4ffff82,
							32'hf809001e,
							32'h8b1e03de,
							32'hcb1503f5,
							32'h8b1403de,
							32'hf85f83d9,
							32'h8b1e03de,
							32'h8b1003de,
							32'hf81f83d9,
							32'hb400001f};
		q = ROM[addr];
	end
endmodule
--- flow/run.sh ---
#!/bin/bash
# OpenROAD 26Q1-2900-gdf79404cd8, Yosys 0.63+post, stock flow scripts
make -C /OpenROAD-flow-scripts/flow DESIGN_CONFIG=/design/flow/config.mk WORK_HOME=/design/flow/orfs finish
--- flow/constraint.sdc ---
current_design imem

set clk_period 3.0
set clk_io_pct 0.2

create_clock -name clk0 -period $clk_period

set non_clock_inputs [all_inputs -no_clocks]
set_input_delay [expr $clk_period * $clk_io_pct] -clock clk0 $non_clock_inputs
set_output_delay [expr $clk_period * $clk_io_pct] -clock clk0 [all_outputs]
==> run_results.csv <==
group,metric,value,unit
run_status,status,"complete, no violations",
floorplan,std_cell_rows,29,
global_route,antenna_found_initial,0,
finish,lay_top_count,"buf_4",
power_and_ir_drop,powerDensity,151.5,mW/mm^2
floorplan,fp_util,23.03,%
worst_setup_path,cp_data_arrival_time,2.38,ns
logic_synthesis,synth_area,0.001463,mm^2
floorplan,dieWidth,101,um
route,ant_nets,0,
worst_setup_path,critPathMaxFanout,6,
logic_synthesis,synth_cell_type_count,51,
worst_setup_path,path_depth,9,
route,drtIter0Drc,221,
logic_synthesis,avgSynthCellArea,6.387,um^2
final_timing,relSlewSlack,76.02,%
finish,final_util,45.38,%
final_timing,worst_slack,0.01994,ns
finish,final_cells,407,
route,wl_per_cell,18.01,um
floorplan,die_h,101,um
floorplan,core_area,0.006350,mm^2
finish,lay_top_cells,"buf_4, clkdlybuf4s50_1, nand2_1",
global_route,first_global_vias,2229,
final_timing,period_used_share,99.34,%
worst_setup_path,cp.required,2.40,ns
route,drt_pass1_iterations,4,
flow_run,maxCapViolations,0,
clock_network,hold_buffers,0,
finish,nFlopsAndLatches,0,
worst_hold_path,hold_class,"input pin to output port",
final_timing,worst_pin_slew,0.3584,ns
worst_setup_path,cp_cell_sequence,"clkdlybuf4s15_2 -> inv_2 -> buf_6 -> ha_4 -> mux2_1 -> o211ai_1 -> o21ai_2 -> a21o_1 -> clkdlybuf4s50_1",
flow_run,tool_warnings,42,
power_and_ir_drop,p_leak,1.311,nW
placement,dp.cells,396,
worst_setup_path,crit_type,"input pin to output port",
logic_synthesis,synth-area-yosys,0.001463,mm^2
route,num_antenna_cells,0,
logic_synthesis,seq_area_frac_synth,0,%
route,vias,2239,
worst_setup_path,startpoint_type,"input pin",
final_timing,setup_violations,0,
final_timing,rsz0062_at_grt,"yes",
finish,area_growth,97.01,%
worst_setup_path,endpoint,"q[15]",
final_timing,drv_slew,0,
final_timing,fmax,0.3356,GHz
placement,dp.final_hpwl,5.286,mm
route,wl,7.331,mm
worst_setup_path,cp_top_family,"buffers and inverters",
placement,gp_congestion,0.9615,
finish,clkbuf_count,0,
finish,register_area,0,um^2
floorplan,die_area,0.01020,mm^2
worst_setup_path,cp-startpoint,"addr[0]",
placement,pre_cts_ws,-0.4548,ns
global_route,grt_use_total,13.70,%
finish,fillers,588,
final_timing,final-hold-violation-count,0,
power_and_ir_drop,vdd_drop_max,0.07606,mV
worst_setup_path,crit_path_end_kind,"output port",
logic_synthesis,netlist_instances,229,
finish,drive_gt1_share,42.73,%
global_route,grt_max_degree,14,
global_route,gr-total-overflow,0,
worst_setup_path,crit_buf_inv,4,
final_timing,period_needed,2.980,ns
worst_setup_path,cp_slowest_cell,"clkdlybuf4s50_1",
worst_setup_path,max_stage_delay,0.40,ns
placement,port_buffers,38,
floorplan,ios,38,
logic_synthesis,ys.warnings.count,0,
route,drc,0,
worst_hold_path,holdPathStages,4,
route,routed_via_density,5.501,
global_route,grt_pass1_wl,11.56,mm
logic_synthesis,yosysCellCount,229,
[cells in the mapped netlist, types with 2 or more instances]
library cell | number | area (um^2)
a211oi_1 | 3 | 22.52
a21o_1 | 3 | 22.52
a21oi_1 | 21 | 105.1
a221o_1 | 4 | 40.04
a221oi_1 | 4 | 35.03
a22oi_1 | 3 | 22.52
a311o_1 | 2 | 20.02
a31oi_1 | 4 | 25.02
a32oi_1 | 2 | 17.52
and3_1 | 2 | 12.51
buf_2 | 10 | 50.05
buf_4 | 8 | 60.06
buf_6 | 2 | 22.52
clkbuf_1 | 9 | 33.78
ha_1 | 12 | 150.1
inv_1 | 6 | 22.52
inv_2 | 3 | 11.26
mux2i_1 | 7 | 70.07
nand2_1 | 19 | 71.32
nand2b_1 | 9 | 56.30
nand3_1 | 4 | 20.02
nand3b_1 | 2 | 15.01
nor2_1 | 16 | 60.06
nor2b_1 | 10 | 62.56
nor3_1 | 3 | 15.01
nor3b_1 | 2 | 15.01
o211a_1 | 2 | 20.02
o211ai_1 | 6 | 45.04
o21ai_0 | 7 | 35.03
o21ai_1 | 16 | 80.08
o221ai_1 | 2 | 17.52
o22ai_1 | 5 | 31.28
o31ai_1 | 3 | 22.52
[cells by family after synthesis]
logic type	share of synthesized area, %
multiplexers	5.560
AND/OR/NAND/NOR	23.78
AND-OR/OR-AND	46.45
buffers and inverters	13.94
adder cells (fa/ha/maj)	10.26
[routing by layer]
| metal | wire length (um) | GRT usage (%) |
|---|---|---|
| met5 | 0 | 0 |
| met4 | 209 | 3.537 |
| met1 | 3101 | 18.42 |
| met3 | 655 | 2.980 |
| met2 | 3365 | 21.62 |
[report_power, final]
part           internal (mW)  switching (mW)  total [mW]  leakage, nW
Combinational          0.239           0.197       0.437         1.31
Clock                      0               0           0            0
Sequential                 0               0           0            0
[tightest hold or removal path, cell delays in order]
cell and delay, ns:
dlymetal6s2s_1 0.14, buf_6 0.16, o31ai_1 0.07, dlymetal6s2s_1 0.13
[final cells by class]
cell class	count	area, um^2	area share [%]
timing repair buffer	131	1237	42.94
tap	77	96.34	3.343
inverter	9	38.79	1.346
multi-input combinational	190	1509	52.37
[worst min-delay path by stage]
stage | startpoint | to | slack (ns)
CTS | addr[0] | q[1] | 2.06
global route | addr[5] | q[9] | 1.74
finish | addr[5] | q[9] | 1.70
[per-stage QoR]
| step | total power, mW | area (um^2) | hold slack [ns] | TNS [ns] |
|---|---|---|---|---|
| detailed placement | 0.3658 | 2435 | 2.286 | -10.82 |
| global placement | 0.3693 | 2435 | 2.297 | -10.57 |
| floorplan | 0.1578 | 1463 | 1.327 | 0 |
| CTS | 0.4155 | 2738 | 2.057 | 0 |
| finish | 0.4366 | 2882 | 1.699 | 0 |
| global route | 0.4714 | 2882 | 1.736 | -0.1054 |
[timing repair]
item / 4_1_cts / 5_1_grt
setup buffers: 5 / 4
pin swaps: 10 / 5
endpoints found under the setup margin: 31 / 23
gates cloned: 2 / 0
resized: 57 / 32
Power and IR drop assume default switching activity.

`flow/config.mk`:
```
export PLATFORM = sky130hd
export DESIGN_NAME = controller
export DESIGN_NICKNAME = controller
export VERILOG_FILES = /design/flow/design.v
export SDC_FILE = /design/flow/constraint.sdc
export NUM_CORES = 4
export LEC_CHECK = 1
export CORE_AREA = 10 10 70 70
export DIE_AREA = 0 0 80 80
export SYNTH_HDL_FRONTEND = slang
```
`flow/design.v`:
```
module aludec (input  logic [10:0] funct,  
					input  logic [1:0]  aluop,  
					output logic [3:0] alucontrol);  				
	always_comb
		if (aluop == 2'b00) alucontrol = 4'b0010;			 
		else if (aluop == 2'b01) alucontrol = 4'b0111; 	 
		else if((aluop == 2'b10)  & (funct == 11'b10001011000)) alucontrol = 4'b0010;	 
		else if((aluop == 2'b10)  & (funct == 11'b11001011000)) alucontrol = 4'b0110;	 
		else if((aluop == 2'b10)  & (funct == 11'b10001010000)) alucontrol = 4'b0000;	 
		else if((aluop == 2'b10)  & (funct == 11'b10101010000)) alucontrol = 4'b0001;	 
		else alucontrol = 4'b0000;
endmodule
module controller(input logic [10:0] instr,
						output logic [3:0] AluControl,						
						output logic reg2loc, regWrite, AluSrc, Branch,
											memtoReg, memRead, memWrite);
	logic [1:0] AluOp_s;
	maindec 	decPpal 	(.Op(instr), 
							.Reg2Loc(reg2loc), 
							.ALUSrc(AluSrc), 
							.MemtoReg(memtoReg), 
							.RegWrite(regWrite), 
							.MemRead(memRead), 
							.MemWrite(memWrite), 
							.Branch(Branch), 
							.ALUOp(AluOp_s));	
	aludec 	decAlu 	(.funct(instr), 
							.aluop(AluOp_s), 
							.alucontrol(AluControl));
endmodule
module maindec(input logic [10:0] Op,
               output logic Reg2Loc, ALUSrc, MemtoReg, RegWrite, MemRead, MemWrite, Branch,
					output logic [1:0] ALUOp);
	always_comb
		casez(Op)
			11'b111_1100_0010: {Reg2Loc, ALUSrc, MemtoReg, RegWrite, MemRead, MemWrite, Branch, ALUOp} = 9'b011110000;
			11'b111_1100_0000: {Reg2Loc, ALUSrc, MemtoReg, RegWrite, MemRead, MemWrite, Branch, ALUOp} = 9'b110001000;
		   11'b101_1010_0???: {Reg2Loc, ALUSrc, MemtoReg, RegWrite, MemRead, MemWrite, Branch, ALUOp} = 9'b100000101;
		   11'b100_0101_1000: {Reg2Loc, ALUSrc, MemtoReg, RegWrite, MemRead, MemWrite, Branch, ALUOp} = 9'b000100010;
		   11'b110_0101_1000: {Reg2Loc, ALUSrc, MemtoReg, RegWrite, MemRead, MemWrite, Branch, ALUOp} = 9'b000100010;
		   11'b100_0101_0000: {Reg2Loc, ALUSrc, MemtoReg, RegWrite, MemRead, MemWrite, Branch, ALUOp} = 9'b000100010;
			11'b101_0101_0000: {Reg2Loc, ALUSrc, MemtoReg, RegWrite, MemRead, MemWrite, Branch, ALUOp} = 9'b000100010;
			default: {Reg2Loc, ALUSrc, MemtoReg, RegWrite, MemRead, MemWrite, Branch, ALUOp} = 9'b0;
		endcase
endmodule
```
`flow/run.sh`:
```
#!/bin/bash
# OpenROAD 26Q1-2900-gdf79404cd8, Yosys 0.63+post, stock flow scripts
make -C /OpenROAD-flow-scripts/flow DESIGN_CONFIG=/design/flow/config.mk WORK_HOME=/design/flow/orfs finish
```
`flow/constraint.sdc`:
```
current_design controller

set clk_period 2.1
set clk_io_pct 0.2

create_clock -name clk0 -period $clk_period

set non_clock_inputs [all_inputs -no_clocks]
set_input_delay [expr $clk_period * $clk_io_pct] -clock clk0 $non_clock_inputs
set_output_delay [expr $clk_period * $clk_io_pct] -clock clk0 [all_outputs]
```
==> run_results.csv <==
group,metric,value,unit
power_and_ir_drop,largest_vdd_supply_drop,0.0000128,V
yosys,synth-compound-area-share,11.9,%
detailed_routing,routedWlPerCell,8.97,µm
global_routing,antenna_found_initial,0,
finish,final_layout_top_logic_cell,"sky130_fd_sc_hd__buf_4",
global_routing,grt_util_all_layers,2.63,%
final_timing,finalMaxSlewViolations,0,
yosys,ys_seq_share,0,%
worst_setup_path,cp.arrival,1600,ps
run,max-cap-violations,0,
min_path,hold_path.class,"primary input to primary output",
global_routing,grt_pass1_vias,332,
yosys,largest_area_cell,"sky130_fd_sc_hd__nor4b_4",
run,stage_log_warnings,33,
worst_setup_path,path_class,"primary input to primary output",
place,place.gp.congestion,0.752,
place,numPortBuffers,21,
finish,register_area,0,µm²
global_routing,grt_first_pass_wirelength,1420,µm
place,post_detail_place_hpwl,791,µm
yosys,synth-xor-area-share,0,%
final_timing,post_layout_period_usage,96.2,%
yosys,yosysWarningCount,0,
power_and_ir_drop,p_switching,0.0198,mW
power_and_ir_drop,cell_pwr_density,94.3,mW/mm²
yosys,synth.cell_area,189,µm²
die,ios,22,
yosys,synth.comb.largest_family,"simple AND/OR/NAND/NOR gates",
finish,fillCellCount,388,
die,chip_height,80,µm
power_and_ir_drop,sw_frac_of_total,37.5,%
power_and_ir_drop,static-leakage-power,0.316,nW
worst_setup_path,critPathRequiredTime,1680,ps
final_timing,final.setup.tns,0,ps
die,placementRows,21,
yosys,simple_gate_area_share,72.2,%
yosys,biggest_area_cells,"sky130_fd_sc_hd__nor4b_4, sky130_fd_sc_hd__nand4b_1, sky130_fd_sc_hd__nand3_1",
detailed_routing,drt_first_pass_iters,3,
yosys,yosysTopAreaCellShare,12.6,%
detailed_routing,number_of_nets_with_antenna_violations_after_routing,0,
detailed_routing,detailedRoute.firstIterationViolations,6,
finish,most-common-layout-cells,"sky130_fd_sc_hd__buf_4, sky130_fd_sc_hd__dlygate4sd2_1, sky130_fd_sc_hd__clkbuf_2, sky130_fd_sc_hd__inv_1, sky130_fd_sc_hd__nand3_1",
power_and_ir_drop,share_clk_of_total_power,0,%
detailed_routing,insertedDiodeCount,0,
worst_setup_path,timing.critical_path.from,"instr[10]",
power_and_ir_drop,internal_power,0.0330,mW
finish,seq_cell_count,0,
yosys,arithmetic_cell_share_of_the_synthesized_area_counting_full_adders_half_adders_and_majority_gates,0,%
power_and_ir_drop,power.sequential.fraction,0,%
detailed_routing,route.final.wire_length,969,µm
die,fp_util,5.53,%
worst_setup_path,critical_path_peak_fanout,2,
worst_setup_path,capturing_element_type_of_the_critical_path,"primary output",
global_routing,grt_max_degree,6,
worst_setup_path,crit_path_end,"AluControl[1]",
yosys,synth.lib_cells_used.distinct,20,
final_timing,clock.fmax,495,MHz
finish,area.growth.synth_to_final,196,%
power_and_ir_drop,power.share.combinational,100.0,%
die,chip_area,0.00640,mm²
global_routing,grt_overflow_total,0,
finish,finalNonFillerCells,108,
final_timing,timing.final.setup_violations,0,
outcome,run_status,"finished, final reports clean",
final_timing,rsz0062_at_grt,"yes",
detailed_routing,vias,329,
detailed_routing,route.detailed.drc,0,
power_and_ir_drop,finalPower,0.0527,mW
worst_setup_path,crit_path_start_kind,"primary input",
finish,clock_buffers,0,
die,placeableCoreArea,0.00342,mm²
detailed_routing,avgViaCountPerCell,3.05,
final_timing,finalHoldViolCount,0,
yosys,synth_area_per_inst,7.00,µm²
place,dp_cells,99,
yosys,area_fraction_in_mux_cells,0,%
final_timing,finalCriticalPeriod,2020,ps
die,chipWidth,80,µm
yosys,synthCells,27,
yosys,yosys_cells,27,
yosys,ys_chip_area,189,µm²
finish,drive_gt1_share,46.8,%
synth_stat cells:
library cell and instances:
sky130_fd_sc_hd__inv_1 3, sky130_fd_sc_hd__nand3_1 3, sky130_fd_sc_hd__buf_4 2, sky130_fd_sc_hd__nand3b_1 2, sky130_fd_sc_hd__nand4b_1 2, sky130_fd_sc_hd__a21boi_1 1, sky130_fd_sc_hd__a21oi_1 1, sky130_fd_sc_hd__and3b_1 1
sky130_fd_sc_hd__and4b_1 1, sky130_fd_sc_hd__conb_1 1, sky130_fd_sc_hd__nand2_1 1, sky130_fd_sc_hd__nand2_2 1, sky130_fd_sc_hd__nand4_1 1, sky130_fd_sc_hd__nor2_1 1, sky130_fd_sc_hd__nor2b_1 1, sky130_fd_sc_hd__nor3b_1 1
sky130_fd_sc_hd__nor3b_2 1, sky130_fd_sc_hd__nor4b_4 1, sky130_fd_sc_hd__o21ai_0 1, sky130_fd_sc_hd__o21ai_1 1
power by group through the flow:
stage	Combinational, mW	Sequential (mW)	Clock [mW]
CTS	0.0492	0	0
global route	0.0574	0	0
finish	0.0527	0	0
metrics by stage:
step,worst slack [ps],hold slack [ps],util (%),cell area (µm²)
floorplan,565,871,-,189
global placement,-401,1860,14.5,494
detailed placement,-415,1860,14.5,494
CTS,18.5,1470,15.8,538
global route,-35.4,1260,16.4,559
finish,80.6,1230,16.4,559
what timing repair did:
action | in CTS | in global routing
setup endpoints to repair | 10 | 5
hold buffers | 0 | 0
resized | 29 | 10
pin swaps | 10 | 9
setup buffers | 5 | 4
final cells by class:
class / instances / area, µm² / area share, %
inverters: 3 / 11.3 / 2.01
well taps: 46 / 57.6 / 10.3
repair buffers: 37 / 302 / 53.9
multi-input cells: 22 / 189 / 33.8
metal layers:
metal / GRT usage (%) / up-vias / share of wire, %
met5: 0 / - / 0
met4: 0 / 0 / 0
met3: 0.455 / 0 / 8.8
met2: 5.06 / 16 / 47
met1: 3.10 / 146 / 45
li1: - / 167 / -
logic make-up after synthesis:
group / Yosys count
AND-OR/OR-AND: 4
buffers and inverters: 5
other: 1
AND/OR/NAND/NOR: 17
worst min-delay path by stage:
| stage | startpoint | to | cells past startpoint |
|---|---|---|---|
| 4_1_cts | instr[2] | AluControl[2] | 5 |
| 6_report | instr[0] | regWrite | 5 |
| 5_1_grt | instr[0] | regWrite | 5 |
worst max-delay path, cell delays in order:
cell and delay, ps:
sky130_fd_sc_hd__dlygate4sd2_1 240, sky130_fd_sc_hd__nor3b_2 160, sky130_fd_sc_hd__buf_4 130, sky130_fd_sc_hd__buf_4 120, sky130_fd_sc_hd__nand3_1 60, sky130_fd_sc_hd__clkdlybuf4s50_1 470
Power is estimated from default activity; no workload was simulated.
